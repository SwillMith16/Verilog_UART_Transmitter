$ cat flow/config.mk
export PLATFORM = sky130hd
export DESIGN_NAME = tx_bit_counter
export DESIGN_NICKNAME = tx_bit_counter
export VERILOG_FILES = /design/flow/design.v
export SDC_FILE = /design/flow/constraint.sdc
export NUM_CORES = 4
export LEC_CHECK = 1
export CORE_AREA = 10 10 70 70
export DIE_AREA = 0 0 80 80
$ cat flow/constraint.sdc
current_design tx_bit_counter

set clk_period 1.5
set clk_io_pct 0.2

create_clock -name clk0 -period $clk_period [get_ports {clk}]

set non_clock_inputs [all_inputs -no_clocks]
set_input_delay [expr $clk_period * $clk_io_pct] -clock clk0 $non_clock_inputs
set_output_delay [expr $clk_period * $clk_io_pct] -clock clk0 [all_outputs]
$ cat flow/design.v
module tx_bit_counter(
	input clk,
	input reset_n,
	input increment,
	output done
	);
reg [3:0] count;
parameter count_max = 4'd10;
assign done = (count == count_max);
always @(posedge clk, negedge reset_n)
begin
	if (!reset_n)
		count = 4'd0;
	else
	begin
		if (increment)
			count = count + 1;
		else if (count == count_max)
			count = 4'd0;
	end
end
endmodule
$ cat flow/run.sh
#!/bin/bash
# OpenROAD 26Q1-2900-gdf79404cd8, Yosys 0.63+post, stock flow scripts
make -C /OpenROAD-flow-scripts/flow DESIGN_CONFIG=/design/flow/config.mk WORK_HOME=/design/flow/orfs finish
==> run summary <==
outcome -> complete, no violations
total die size -> 6400 µm²
XOR Share, Synth -> 3.87%
Crit Path Class -> flip-flop to primary output
Root Driver -> clkbuf_4
buffers from clock root to sink, at most -> 2
Largest register FFs -> 4
Fmax achieved -> 0.723 GHz
via count of the first global-routing pass -> 174
setup slack after layout -> 0.116 ns
count of input and output buffers -> 3
Critical Path AT -> 1.08 ns
vertical die size -> 80 µm
Critical Path RT -> 1.20 ns
Post-Syn Area -> 226 µm²
Setup WS pre-CTS -> -0.0215 ns
Cell Area, Placed -> 344 µm²
fin area -> 364 µm²
count of pins over their slew limit -> 0
Yosys warning count -> 1
share of synthesized cell area in full adder, half adder and majority cells -> 11.0%
ratio of cells with drive above 1 in the final layout -> 35.5%
post-route minimum period -> 1.38 ns
setup-violating endpoint count in the final report -> 0
area of the core -> 3420 µm²
number of nets still failing antenna checks after routing -> 0
fill cell instance count of the final layout -> 397
number of clock sinks seen by CTS -> 4
wire length after detailed routing -> 431 µm
number of iterations in the first detailed-routing pass -> 1
CTS HTree Levels -> 1
Startpoint Class -> flip-flop
Routed WL per cell -> 5.60 µm
portion of the post-synthesis area used by sequential elements -> 44.2%
starting density of the core -> 6.63%
hold violation count in the final report -> 0
CTS tree -> built
Lkg Pwr -> 0.186 nW
power density over cell area -> 1690 nW/µm²
cell count listed in synth_stat.txt -> 21
initial antenna violation count -> 0
clock buffer count from CTS -> 3
area fraction in compound gates after synthesis -> 2.21%
standard-cell rows -> 21
clock-pin slew of the registers on the worst-case setup and hold paths -> 0.04 ns
peak fanout along the critical path -> 2
slowest cell on the critical path -> dfrtp_1
worst rel slew slack -> 85.6%
max-capacitance violation count -> 0
area overhead of the layout relative to synthesis -> 60.8%
routed vias -> 182
Clock Skew -> 0.00359 ns
maximum cell stage delay along the critical path -> 0.38 ns
buffers inserted by post-CTS timing repair -> 0
Global Route Usage Sum -> 1.37%
endpoint class of the critical path -> primary output
core occupancy in the finished layout -> 10.7%
number of cells produced by synthesis -> 21
Main logic family -> simple AND/OR/NAND/NOR gates
warning total across the stage logs -> 26
aggregate global routing overflow -> 0
AND/OR/NAND/NOR Cells, Area Fraction -> 22.1%
iteration-0 DRC count of the detailed router -> 0
number of design rule violations left after detail routing -> 0
DP Cell Count -> 74
RSZ-0062 raised after global routing -> no
pin slew with the least headroom to its limit -> 0.216 ns
post-layout total power -> 0.614 mW
synthesized area per cell -> 10.8 µm²
first-pass GRT wire length -> 731 µm
via count normalized by instance count -> 2.36
path category of the worst min-delay check -> primary input to asynchronous set/reset pin
io pins -> 4
chain of cells forming the critical path -> inv_1, ha_2, nand3b_4, inv_2, clkbuf_2
width of the die -> 80 µm
worst-case vdd ir drop -> 167 µV
non-filler cells, final -> 77
crit share post-route -> 92.2%
synthesized chip area reported by yosys -> 226 µm²
Synth flops -> 4
number of distinct library cells after synthesis -> 11
pin count of the biggest net entering global routing -> 6
multiplexer share of the synthesized area -> 13.3%
later-pin clock latency in the skew report -> 0.24 ns
gpl congestion -> 0.671
antenna diode instance count -> 0
metal layers:
metal / wire, µm / part of all wire [%] / vias to the layer above / track usage, %
met5: 0 / 0 / - / 0
met4: 39 / 9.0 / 0 / 1.41
met3: 22 / 5.1 / 4 / 0.455
met2: 172 / 40 / 9 / 1.77
met1: 197 / 46 / 79 / 1.67
li1: - / - / 90 / -
worst paths after layout:
check                               from       end  slack, ns  cells past startpoint
worst min-delay path             reset_n  count[2]       0.27                      1
worst max-delay path            count[0]      done       0.12                      5
max in group asynchronous        reset_n  count[1]       1.05                      1
worst max register to register  count[0]  count[0]       0.39                      6
min in group clk0               count[2]  count[2]       0.52                      1
worst min register to register  count[2]  count[2]       0.52                      1
cell usage after synthesis, drive strengths merged:
cell / n / area [µm²]
ha: 2 / 25.0
inv: 2 / 7.51
xnor2: 1 / 8.76
a21oi: 1 / 5.00
nor2: 1 / 3.75
nand2b: 1 / 6.26
nand2: 4 / 15.0
nand3b: 1 / 20.0
nand3: 1 / 5.00
mux2i: 3 / 30.0
dfrtp: 4 / 100
repair_timing:
action                                  CTS  global route
gates resized                             3             2
endpoints found under the setup margin    1             1
hold buffers                              0             0
worst max-delay path, delay by kind of cell, from the launching register on:
family / cells / cell delay (ns)
buffers and inverters: 3 / 0.19
AND/OR/NAND/NOR: 1 / 0.09
adder cells (fa/ha/maj): 1 / 0.20
flip-flops: 1 / 0.38
power breakdown:
part           switching [mW]  leakage [nW]  total [mW]  internal (mW)
Combinational           0.108         0.124       0.267          0.159
Clock                  0.0420        0.0138       0.131         0.0893
Sequential             0.0498        0.0485       0.215          0.165
layout by cell type (no fill, tap or decap), drive strengths merged, types with 2 or more instances in the layout:
| cell | n |
|---|---|
| mux2i | 3 |
| buf | 4 |
| nand2 | 4 |
| clkdlybuf4s50 | 2 |
| clkbuf | 4 |
| ha | 2 |
| inv | 2 |
| dfrtp | 4 |
metrics by stage:
stage	hold slack (ns)	setup TNS, ns
floorplan	0.00441	0
detailed placement	0.513	-0.0215
finish	0.271	0
global placement	0.505	-0.0173
CTS	0.269	0
global route	0.279	0
logic make-up (layout without fill, tap and decap cells):
kind of cell,Yosys count,after routing
AND/OR/NAND/NOR,8,8
multiplexers,3,3
XOR/XNOR,1,1
AND-OR/OR-AND,1,1
adder cells (fa/ha/maj),2,2
flip-flops,4,4
buffers and inverters,2,12
layout make-up:
| type | instances | area, µm² | share of cell area, % |
|---|---|---|---|
| clock buffer | 3 | 22.5 | 6.19 |
| tap | 46 | 57.6 | 15.8 |
| inverter | 2 | 7.51 | 2.06 |
| timing repair buffer | 7 | 55.1 | 15.1 |
| multi-input combinational | 15 | 121 | 33.3 |
| sequential | 4 | 100 | 27.5 |
No activity file was given, so power comes from the tool's default toggle rates.
