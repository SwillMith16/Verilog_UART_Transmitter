===== flow/config.mk =====
export PLATFORM = sky130hd
export DESIGN_NAME = tx_shift_register
export DESIGN_NICKNAME = tx_shift_register
export VERILOG_FILES = /design/flow/design.v
export SDC_FILE = /design/flow/constraint.sdc
export NUM_CORES = 4
export LEC_CHECK = 1
export CORE_AREA = 10 10 83 83
export DIE_AREA = 0 0 93 93

===== flow/constraint.sdc =====
current_design tx_shift_register

set clk_period 1.1
set clk_io_pct 0.2

create_clock -name clk0 -period $clk_period [get_ports {clk}]

set non_clock_inputs [all_inputs -no_clocks]
set_input_delay [expr $clk_period * $clk_io_pct] -clock clk0 $non_clock_inputs
set_output_delay [expr $clk_period * $clk_io_pct] -clock clk0 [all_outputs]

===== flow/design.v =====
module tx_shift_register(
	input clk,
	input reset_n,
	input shift,
	input load,
	input [10:0] data_in,
	output txData
	);
reg [10:0] p_data, n_data;
assign txData = p_data[0];
always @ (posedge clk, negedge reset_n)
begin
	if (!reset_n) p_data <= 1;
		else p_data <= n_data;
end
always @ (shift, load, data_in)
begin
	n_data = p_data;  
	if (load)
		n_data = data_in;
	if (shift)
	begin
		n_data = p_data >>> 1;
		n_data[10] = 1;
	end
end
endmodule

===== flow/run.sh =====
#!/bin/bash
# OpenROAD 26Q1-2900-gdf79404cd8, Yosys 0.63+post, stock flow scripts
make -C /OpenROAD-flow-scripts/flow DESIGN_CONFIG=/design/flow/config.mk WORK_HOME=/design/flow/orfs finish

==> flow report <==
CELLS AND AREA
----------------------------------------------------------------------------------------
Number of flip-flops in the largest register                                          11
Area growth, synth to finish                                                       60.8%
Fraction of final layout cells sized beyond drive strength 1                       18.2%
Largest register by flop count                                                    p_data
Tally of filler cells in the layout                                                  595
Top Registers                                                               p_data: 11 flops

HOLD PATH
----------------------------------------------------------------------------------------
Class of the tightest hold or removal check                                 input pin to async pin

YOSYS
----------------------------------------------------------------------------------------
# Cells Yosys                                                                         46
Total number of yosys warnings                                                         1
Yosys stat chip area                                                           504 sq um
Synth Register Bits                                                                   11
Mean instance size in the synthesized netlist                                 11.0 sq um
Post-synthesis instance area                                                   504 sq um
Synth Instances                                                                       46
Sequential area share after synthesis                                              54.8%
Post-synthesis cell type count                                                        12

FLOORPLANNING
----------------------------------------------------------------------------------------
Core Util at FP                                                                    9.81%
Standard cell core area                                                       5140 sq um
Die X                                                                         93 microns
Top-Level Pins                                                                        16
Die Height                                                                    93 microns
Die area                                                                      8650 sq um
Number of rows in the core area                                                       26

PLACED DESIGN
----------------------------------------------------------------------------------------
Total half-perimeter wirelength after legalization and detailed placement    981 microns
# port buffers                                                                        15
Post-placement setup slack                                                     -0.217 ns
Final weighted congestion in routability-driven placement                          0.659

STA
----------------------------------------------------------------------------------------
Final number of setup-violating endpoints                                              0
Final Max-Slew Violation Tally                                                         0
Measured slew at the worst slew-check pin                                       0.158 ns
Largest clock skew in the final design                                        0.00201 ns
Tightest slew margin relative to the limit                                         89.2%
Count of endpoints failing hold in the final timing report                             0
Final worst-path cycle share                                                       97.2%
Final Critical Period                                                            1.07 ns
Setup repair after global routing missed its margin                                 true
Max Clock Freq                                                                   935 MHz
Post-route worst setup slack                                                   0.0304 ns

WORST SETUP PATH
----------------------------------------------------------------------------------------
Setup CP Type                                                               register to output port
Buffer and inverter count on the worst path                                            1
Required time of the critical path                                               0.88 ns
Reg2Reg Capture Point                                                         p_data[10]
Highest cell delay on the worst timing path                                      0.52 ns
Gate family responsible for the most delay along the worst path               flip-flops
Sort of element at the start of the critical path                               register
Logic depth of the worst path, buffers included                                        1
Reg-to-reg slack, setup                                                          0.20 ns
Cells along the critical path                                                      buf_2
Number of cells on the worst reg-to-reg path                                           2
Arrival time worst endpoint                                                      0.85 ns
CP Capture Type                                                              output port
Critical-path cell with the highest stage delay                             sky130_fd_sc_hd__dfstp_2
Maximum fanout count along the critical path                                           2
Reg2reg start                                                                 p_data[10]

RUN
----------------------------------------------------------------------------------------
Number of maximum-capacitance violations                                               0
Warning total across the stage logs                                                   26

CTS
----------------------------------------------------------------------------------------
Clock root buffer                                                           sky130_fd_sc_hd__clkbuf_8
CTS H-tree depth                                                                       1
TritonCTS clock tree                                                                done
Maximum count of clock buffers along a single path                                     2
Clock tree sinks                                                                      11
Clock buffer count from CTS                                                            3
Worst-skew pair later-pin latency                                                0.23 ns
Clock transition at the registers of the reported paths                          0.05 ns

ROUTING
----------------------------------------------------------------------------------------
Number of detailed-route iterations in the first pass                                  2
Routed len/inst                                                             8.85 microns
Number of vias per cell                                                             2.76
Post-detailed-routing wire length                                           1200 microns
Antenna Diode Count                                                                    0
Via count                                                                            376
Number of DRC markers in iteration 0                                                  14
Post-DRT Antenna Nets                                                                  0
DRC violation count after routing                                                      0

GLOBAL ROUTE
----------------------------------------------------------------------------------------
First-pass GRT wire length                                                  2060 microns
Remaining global-route overflow                                                        0
Antenna violations before repair                                                       0
Maximum number of pins on one net before global-route repair                          12
Combined global-route utilization of all metal layers                              3.04%
Vias in the first global route                                                       414

POWER AND IR DROP
----------------------------------------------------------------------------------------
Clock share of power                                                               37.3%
Static leakage power                                                            0.342 nW
Maximum vdd drop                                                              0.000683 V
Fraction of power consumed by sequential logic                                     45.9%
Power after layout                                                               1.05 mW
Sw power                                                                        0.230 mW
Internal power summed over all cells                                            0.817 mW
Power density relative to cell area                                         1290 nW/um^2
Share of total power in combinational logic                                        16.9%
Switch share                                                                       22.0%

OUTCOME
----------------------------------------------------------------------------------------
Outcome                                                                     complete, no violations

[cell usage in the layout (no fill, tap or decap)]
cell                              instances
sky130_fd_sc_hd__nor2b_1                  1
sky130_fd_sc_hd__buf_4                    3
sky130_fd_sc_hd__mux2i_2                  1
sky130_fd_sc_hd__mux2i_1                  9
sky130_fd_sc_hd__buf_2                    1
sky130_fd_sc_hd__buf_12                   1
sky130_fd_sc_hd__dlymetal6s2s_1           1
sky130_fd_sc_hd__dfstp_2                  1
sky130_fd_sc_hd__clkbuf_1                 1
sky130_fd_sc_hd__clkbuf_8                 3
sky130_fd_sc_hd__o21ai_2                  1
sky130_fd_sc_hd__o21ai_1                  8
sky130_fd_sc_hd__a211o_2                  1
sky130_fd_sc_hd__clkdlybuf4s50_1         13
sky130_fd_sc_hd__o21ai_0                  1
sky130_fd_sc_hd__nand2_1                 10
sky130_fd_sc_hd__dfrtp_1                 10
[power groups by stage]
| stage | registers (mW) | clock network [mW] | logic, mW |
|---|---|---|---|
| 6_report | 0.480 | 0.390 | 0.177 |
| 5_1_grt | 0.490 | 0.434 | 0.199 |
| 4_1_cts | 0.480 | 0.407 | 0.179 |
[routing by layer]
layer	track usage [%]	routed length [microns]
met5	0	0
met2	3.91	449
met4	0.129	6
met3	1.78	88
met1	4.43	658
[Yosys cell counts]
library cell / count / area share (%)
sky130_fd_sc_hd__o21ai_0: 1 / 0.99
sky130_fd_sc_hd__o21ai_2: 1 / 1.7
sky130_fd_sc_hd__o21ai_1: 8 / 7.9
sky130_fd_sc_hd__dfstp_2: 1 / 5.2
sky130_fd_sc_hd__clkbuf_1: 1 / 0.74
sky130_fd_sc_hd__dfrtp_1: 10 / 50
sky130_fd_sc_hd__buf_6: 1 / 2.2
sky130_fd_sc_hd__buf_2: 1 / 0.99
sky130_fd_sc_hd__nand2_1: 10 / 7.4
sky130_fd_sc_hd__mux2i_1: 10 / 20
sky130_fd_sc_hd__a211o_2: 1 / 2.0
sky130_fd_sc_hd__nor2b_1: 1 / 1.2
[final cells by class]
type	instances	area (sq um)	area share, %
sequential	11	277	34.1
multi-input combinational	32	211	26.1
timing repair buffer	19	190	23.5
tap	70	87.6	10.8
clock buffer	4	45.0	5.56
[worst max-delay path by stage]
stage | from | slack, ns | to
finish | p_data[0] | 0.03 | txData
global route | p_data[0] | -0.009 | txData
CTS | p_data[0] | 0.02 | txData
[kinds of logic after synthesis]
family | synth area share (%)
AOI/OAI and AO/OA | 12.7
muxes | 19.9
DFF | 54.8
and+or+nand+nor | 8.69
buffers and inverters | 3.97
[worst reg2reg max path, stage by stage, from the launching register on]
cell	delay, ns
sky130_fd_sc_hd__dfrtp_1	0.37
sky130_fd_sc_hd__nor2b_1	0.13
sky130_fd_sc_hd__a211o_2	0.29
[timing repair]
item                       4_1_cts  5_1_grt
gates resized                    3        2
hold buffers                     0        0
setup buffers                    0        0
setup endpoints to repair        1        5
[metrics by stage]
stage          cell area [sq um]  instances   TNS, ns  util, %  hold WS (ns)
2_1_floorplan                504         46         0        -       -0.0756
3_3_place_gp                 764        132     -2.15     14.9         0.471
3_5_place_dp                 764        132     -2.26     14.9         0.475
4_1_cts                      805        136         0     15.7         0.280
5_1_grt                      811        136  -0.00924     15.8         0.287
6_report                     811        136         0     15.8         0.280
Power and IR drop assume default switching activity.
