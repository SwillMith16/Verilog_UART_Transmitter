`/design/flow/design.v`:
```
module tx_baud_counter(
	input clk,
	input reset_n,
	output baud_out
	);
reg [12:0] count;  
parameter baud_count = 13'd5207;  
assign baud_out = (count == baud_count);
always @(posedge clk, negedge reset_n)
begin
	if (!reset_n)  
	begin
		count = 13'd0;
	end
	else
	begin
		if (count == baud_count)
			count = 13'd0;
		else
			count = count + 1;
	end
end
endmodule
```
`/design/flow/run.sh`:
```
#!/bin/bash
# OpenROAD 26Q1-2900-gdf79404cd8, Yosys 0.63+post, stock flow scripts
make -C /OpenROAD-flow-scripts/flow DESIGN_CONFIG=/design/flow/config.mk WORK_HOME=/design/flow/orfs finish
```
`/design/flow/config.mk`:
```
export PLATFORM = sky130hd
export DESIGN_NAME = tx_baud_counter
export DESIGN_NICKNAME = tx_baud_counter
export VERILOG_FILES = /design/flow/design.v
export SDC_FILE = /design/flow/constraint.sdc
export NUM_CORES = 4
export LEC_CHECK = 1
export CORE_AREA = 10 10 73 73
export DIE_AREA = 0 0 83 83
```
`/design/flow/constraint.sdc`:
```
current_design tx_baud_counter

set clk_period 2.3
set clk_io_pct 0.2

create_clock -name clk0 -period $clk_period [get_ports {clk}]

set non_clock_inputs [all_inputs -no_clocks]
set_input_delay [expr $clk_period * $clk_io_pct] -clock clk0 $non_clock_inputs
set_output_delay [expr $clk_period * $clk_io_pct] -clock clk0 [all_outputs]
```
==> load_flow_metrics.sql <==
-- load yosys + openroad results
INSERT INTO impl_metrics (metric_group, metric, value, unit) VALUES
('power_and_ir_drop', 'power.clock.fraction', '45.8', '%'),
('power_and_ir_drop', 'share_seq_of_total_power', '52.8', '%'),
('final_timing', 'clock_skew', '3.92', 'ps'),
('placement', 'globalplace.congestion', '0.879', ''),
('routing', 'drt_wl_total', '1240', 'µm'),
('grt', 'grt_max_degree', '14', ''),
('power_and_ir_drop', 'powerDensity', '537', 'mW/mm²'),
('clocking', 'number_of_clock_buffers_inserted_by_tritoncts', '3', ''),
('hold_path', 'holdCritPathClass', 'reg2reg', ''),
('final_timing', 'final.setup.worst_slack', '134', 'ps'),
('synthesis', 'ys_seq_share', '50.1', '%'),
('worst_setup_path', 'critPathArrivalTime', '1710', 'ps'),
('worst_setup_path', 'worstPathRequired', '1840', 'ps'),
('grt', 'grt-ovfl-total', '0', ''),
('routing', 'drt-vias-per-instance', '4.19', ''),
('layout', 'final_layout_size_suffix_gt1_share', '15.7', '%'),
('power_and_ir_drop', 'total_switching_power', '0.0809', 'mW'),
('clocking', 'cts-htree-levels', '1', ''),
('layout', 'seq_area', '325', 'µm²'),
('synthesis', 'synth-main-ff-cell', 'sky130_fd_sc_hd__dfrtp_1', ''),
('clocking', 'cts_tree', 'done', ''),
('layout', 'number_of_flip_flops_in_the_largest_register', '13', ''),
('worst_setup_path', 'r2r-end', 'count[0]', ''),
('synthesis', 'yosys.cell_types.count', '26', ''),
('final_timing', 'final_hold_viol_count', '0', ''),
('synthesis', 'synth-edff-count', '0', ''),
('final_timing', 'totalNegativeSetupSlack', '0', 'ps'),
('routing', 'vias_after_detailed_routing', '495', ''),
('grt', 'grt_usage', '3.55', '%'),
('final_timing', 'min_period', '2170', 'ps'),
('worst_setup_path', 'critPathMaxStageDelay', '560', 'ps'),
('grt', 'vias_in_the_first_global_route', '452', ''),
('worst_setup_path', 'critical_path.cell_chain', 'or4b_4 > nor4_4 > dlygate4sd2_1', ''),
('clocking', 'clock_path_buffers', '2', ''),
('placement', 'placed_area', '763', 'µm²'),
('grt', 'global_route.usage.met1', '4.54', '%'),
('placement', 'place_worst_setup_slack', '106', 'ps'),
('clocking', 'cts.repair_timing.setup_buffer_count', '0', ''),
('status', 'status', 'completed', ''),
('final_timing', 'final_slew_violations', '0', ''),
('floorplanning', 'ioPinCount', '3', ''),
('final_timing', 'report.final.setup_viol', '0', ''),
('worst_setup_path', 'critical_path_slowest_stage_cell', 'sky130_fd_sc_hd__or4b_4', ''),
('floorplanning', 'fp.coreArea', '0.00374', 'mm²'),
('layout', 'layout_top_cell', 'sky130_fd_sc_hd__dfrtp_1', ''),
('synthesis', 'synth_stat.cells', '60', ''),
('routing', 'drt_pass1_iterations', '4', ''),
('placement', 'port_buffers', '2', ''),
('synthesis', 'synth.mux.area_fraction', '0', '%'),
('power_and_ir_drop', 'intPower', '0.353', 'mW'),
('routing', 'wire_per_inst', '10.5', 'µm'),
('layout', 'design_area_final', '807', 'µm²'),
('power_and_ir_drop', 'power.switching_fraction', '18.7', '%'),
('layout', 'syn2layout_area_growth', '24.3', '%'),
('worst_setup_path', 'path_depth', '3', ''),
('worst_setup_path', 'reg2regPathDepth', '4', ''),
('worst_setup_path', 'r2r_setup_slack', '710', 'ps'),
('clocking', 'clk_root_buffer_cell', 'sky130_fd_sc_hd__clkbuf_8', ''),
('routing', 'drcViolationCount', '0', ''),
('floorplanning', 'starting_density_of_the_core', '17.3', '%'),
('clocking', 'clk_latency', '240', 'ps'),
('layout', 'final_cell_count_no_fill', '118', ''),
('synthesis', 'synth_xor_xnor_area_share', '10.8', '%'),
('final_timing', 'final.period_utilization', '94.2', '%'),
('job', 'cap_violations', '0', ''),
('worst_setup_path', 'endpoint', 'baud_out', ''),
('grt', 'globalRouteMet2Util', '5.73', '%'),
('power_and_ir_drop', 'static-leakage-power', '0.336', 'nW'),
('synthesis', 'synth_cells', '60', ''),
('clocking', 'numClockSinks', '13', '');
## worst register-to-register path, stage by stage (launching register included)
cell and delay, ps:
sky130_fd_sc_hd__dfrtp_1 380, sky130_fd_sc_hd__or4b_4 560, sky130_fd_sc_hd__nor4_4 290, sky130_fd_sc_hd__buf_4 190, sky130_fd_sc_hd__nor2_1 50
## power groups by stage
stage | clock network (mW) | logic [mW] | registers [mW]
finish | 0.199 | 0.00575 | 0.229
global route | 0.217 | 0.00668 | 0.229
CTS | 0.201 | 0.00604 | 0.229
## stage by stage
step | hold slack (ps) | utilization [%]
6_report | 485 | 21.6
5_1_grt | 529 | 21.6
3_5_place_dp | 469 | 20.4
2_1_floorplan | 164 | -
4_1_cts | 484 | 21.6
3_3_place_gp | 470 | 20.4
## how the worst min path moves through the flow
stage | start | endpoint | cells after the start
4_1_cts | count[0] | count[0] | 1
5_1_grt | count[0] | count[0] | 1
6_report | count[0] | count[0] | 1
## synthesized netlist by cell type (2+ instances only)
cell / number / area [µm²]
sky130_fd_sc_hd__a21oi_1: 2 / 10.0
sky130_fd_sc_hd__xor2_1: 4 / 35.0
sky130_fd_sc_hd__and3_1: 2 / 12.5
sky130_fd_sc_hd__nand4_1: 4 / 25.0
sky130_fd_sc_hd__xnor2_1: 4 / 35.0
sky130_fd_sc_hd__nor4_1: 2 / 12.5
sky130_fd_sc_hd__nor2_1: 5 / 18.8
sky130_fd_sc_hd__nand3_1: 5 / 25.0
sky130_fd_sc_hd__dfrtp_1: 13 / 325
sky130_fd_sc_hd__nand2_1: 3 / 11.3
## final cells by class
cell class | instances | share of cell area [%]
sequential | 13 | 40.3
multi-input combinational | 45 | 39.2
tap | 48 | 7.44
timing repair buffer | 7 | 6.98
clock buffer | 4 | 5.58
inverter | 1 | 0.465
## kinds of logic (layout without fill, tap and decap cells)
logic type,count (synthesis),in the layout
AOI/OAI and AO/OA,5,5
xor gates and xnor gates,8,8
and+or+nand+nor,31,31
buffers and inverters,2,12
adders and majority gates,1,1
DFF,13,13
## per-layer routing
layer	vias up	part of all wire [%]
li1	243	-
met1	237	45
met2	11	48
met3	4	4.2
met4	0	2.2
met5	-	0
## timing repair
item / 4_1_cts / 5_1_grt
endpoints found under the hold margin: 0 / 0
gates resized: 1 / 0
endpoints found under the setup margin: 1 / 0
No activity file was given, so power comes from the tool's default toggle rates.
